==> ./design.v <==
module top_module (
    input [2:0] a,
    output [15:0] q ); 
    assign q[15] = (~a[2] & ~a[1] & a[0]) | (a[2] & a[1] & ~a[0]);
    assign q[14] = (~a[2] & a[1] & a[0]) | (a[2] & ~a[1] & a[0]) | (a[2] & a[1] & ~a[0]);
    assign q[13] = (~a[2] & ~a[1] & a[0]) | (~a[2] & a[1] & ~a[0]) | (a[2] & ~a[1]) | (a[2] & a[1] & a[0]);
    assign q[12] = ~a[2] & (a[1] ~^ a[0]);
    assign q[11] = (~a[2] & a[0]) | (a[1] & a[0]);
    assign q[10] = (~a[1] & a[0]) | (a[1] & ~a[0]) | (a[2] & a[1] & a[0]);
    assign q[9] = ~a[2] | (a[1] & a[0]);
    assign q[8] = (a[2] & a[1]) | (a[1] & ~a[0]);
    assign q[7] = (~a[1] & a[0]) | (~a[2] & a[1] & ~a[0]);
    assign q[6] = (~a[1] & a[0]) | (a[2] & ~a[1]) | (~a[2] & a[1] & ~a[0]);
    assign q[5] = (~a[2] & ~a[1]) | (a[2] & ~a[0]);
    assign q[4] = (~a[2] & ~a[1] & ~a[0]) | (a[2] & a[1] & a[0]) | (~a[2] & a[1] & ~a[0]);
    assign q[3] = (a[2] & a[0]) | (a[1] & a[0]);
    assign q[2] = (a[2] ^ a[1]) | (a[2] & ~a[0]);
    assign q[1] = (~a[1] & ~a[0]) | (a[2] & ~a[0]) | ((a[2] ^ a[1]) & a[0]);
    assign q[0] = (a[2] & a[1] & a[0]);
endmodule
==> ./run.sh <==
#!/bin/bash
# OpenROAD 26Q1-2900-gdf79404cd8, Yosys 0.63+post, stock flow scripts
make -C /OpenROAD-flow-scripts/flow DESIGN_CONFIG=/design/flow/config.mk WORK_HOME=/design/flow/orfs finish
==> ./config.mk <==
export PLATFORM = sky130hd
export DESIGN_NAME = top_module
export DESIGN_NICKNAME = top_module
export VERILOG_FILES = /design/flow/design.v
export SDC_FILE = /design/flow/constraint.sdc
export NUM_CORES = 4
export LEC_CHECK = 1
export CORE_AREA = 10 10 70 70
export DIE_AREA = 0 0 80 80
export SYNTH_HDL_FRONTEND = slang
==> ./constraint.sdc <==
current_design top_module

set clk_period 1.4
set clk_io_pct 0.2

create_clock -name clk0 -period $clk_period

set non_clock_inputs [all_inputs -no_clocks]
set_input_delay [expr $clk_period * $clk_io_pct] -clock clk0 $non_clock_inputs
set_output_delay [expr $clk_period * $clk_io_pct] -clock clk0 [all_outputs]
==> flow_summary.json <==
{
  "status": "finished with violations",
  "failed_checks": "negative setup slack",
  "cp_cell_sequence": "buf_12 -> buf_8 -> buf_12 -> ha_4 -> mux2_4 -> buf_2",
  "cp-start-kind": "primary input",
  "p_sw_uw": 87.6,
  "antenna_cells": 0,
  "crit_path_max_fanout": 3,
  "antenna_found_initial": 0,
  "wl_per_cell_um": 10.9,
  "syn_area_um2": 314,
  "hold_viol_final": 0,
  "layout_top_cell": "buf_4",
  "vdd_drop_max_uv": 47.0,
  "yosysTopAreaCellShare_pct": 39.8,
  "cpMostUsedCell": "buf_12",
  "hold_depth": 5,
  "p_clk_share_pct": 0,
  "topCellsByArea": "ha_1 (40%), nor4b_4 (7.6%), nand2b_1 (6.0%)",
  "max_slew.worst_pin.slew_ps": 186,
  "hold_ws_ps": 972,
  "firstDrtPassIters": 2,
  "yosys-stat-cells": 38,
  "drt-total-wl_mm": 1.28,
  "post-route-min-period_ps": 1450,
  "top_area_cell": "ha_1",
  "io_pins": 19,
  "ys_seq_share_pct": 0,
  "core_area_um2": 3420,
  "warnings": 42,
  "flop_area_um2": 0,
  "grt_pass1_vias": 379,
  "drv_slew": 0,
  "p_int_uw": 144,
  "die_height_um": 80,
  "place_ws_ps": -843,
  "grtUsageTotal_pct": 3.42,
  "ys_types": 18,
  "synth_area_per_cell_um2": 8.26,
  "drc_errors": 0,
  "cpPeakStageDelay_ps": 260,
  "p_leak_nw": 0.406,
  "pwr-share-seq_pct": 0,
  "p_comb_share_pct": 100.0,
  "finalSetupViolCount": 2,
  "rows": 21,
  "fp-utilization_pct": 9.19,
  "die_area_um2": 6400,
  "flops": 0,
  "power-per-cell-area_nw_per_um2": 278,
  "finalClockPeriodUsage_pct": 104,
  "crit_start": "a[1]",
  "area_growth_pct": 165,
  "slew_headroom_pct": 87.6,
  "arrival_ps": 1170,
  "finalWorstSetupSlack_ps": -50.4,
  "num_vias": 398,
  "hold_path_class": "primary input to primary output",
  "netSwitchingFraction_pct": 37.8,
  "required_ps": 1120,
  "dp_cells": 109,
  "overflow": 0,
  "grt_max_degree": 6,
  "grt_setup_unrepaired": "yes",
  "ant_nets": 0,
  "synth_warnings": 0,
  "gp_congestion": 0.713,
  "viasPerCell": 3.40,
  "grt_pass1_wl_mm": 1.88,
  "cp-end-kind": "primary output",
  "drv_cap": 0,
  "yosys_area_um2": 314,
  "crit_type": "primary input to primary output",
  "drive_gt1_share_pct": 67.6,
  "most-common-layout-cells": "buf_4 (10), ha_4 (8), clkbuf_2 (6), buf_6 (4), dlygate4sd2_1 (4)",
  "portBuffers": 19,
  "fmax_mhz": 689,
  "synth_cells": 38,
  "n_clock_buffer": 0,
  "die_width_um": 80,
  "dp_hpwl_um": 893,
  "hold_start": "a[0]",
  "drt_iter0_markers": 12,
  "slowest_stage": "mux2_4",
  "final_cells": 117
}
-- metrics by stage --
| step | power (mW) | area [µm²] | utilization, % | setup TNS (ps) |
|---|---|---|---|---|
| CTS | 0.209 | 766 | 22.4 | -710 |
| floorplan | 0.0598 | 314 | - | 0 |
| detailed placement | 0.178 | 603 | 17.7 | -11400 |
| global route | 0.254 | 833 | 24.4 | -225 |
| global placement | 0.178 | 603 | 17.7 | -11330 |
| finish | 0.232 | 833 | 24.4 | -81.4 |
-- area by class of cell --
| cell class | count | area [µm²] |
|---|---|---|
| multi-input cells | 34 | 427 |
| fillers | 357 | 2580 |
| well taps | 46 | 57.6 |
| repair buffers | 34 | 323 |
| inverters | 3 | 26.3 |
-- repair_timing --
action	CTS	global route
setup buffers	4	3
gates cloned	1	0
resized	66	27
pin swaps	1	7
setup endpoints to repair	16	10
hold buffers	0	0
-- power by group through the flow --
stage / combinational [mW] / sequential [mW] / clock, mW
4_1_cts: 0.209 / 0 / 0
5_1_grt: 0.254 / 0 / 0
6_report: 0.232 / 0 / 0
-- layer usage --
metal / track usage [%] / routed length, µm
met1: 4.22 / 557
met2: 6.66 / 716
met3: 0.114 / 8
met4: 0 / 0
met5: 0 / 0
-- path summary, 6_finish.rpt --
path	slack [ps]	to
setup / recovery	-50	q[15]
hold / removal	970	q[1]
-- cells by family after synthesis --
kind of cell | after synthesis | share of synthesized area, %
simple gates | 16 | 32.7
buf+inv | 4 | 7.17
compound gates | 7 | 15.5
mux | 1 | 4.78
fa+ha+maj | 10 | 39.8
-- cells in the mapped netlist --
master / count
a211o_1: 1
a21o_1: 1
a21o_2: 2
a21oi_1: 2
and2_2: 1
buf_6: 1
ha_1: 10
inv_1: 3
mux2_4: 1
nand2_1: 2
nand2b_1: 3
nand2b_2: 1
nor2_1: 5
nor3_1: 1
nor4b_4: 1
o21ai_0: 1
or2_1: 1
or2_2: 1
-- worst max-delay path: cells and delay by family --
| family | cells | cell delay [ps] |
|---|---|---|
| buffers and inverters | 4 | 470 |
| adders and majority gates | 1 | 150 |
| muxes | 1 | 260 |
Power figures rest on the tool's default switching activity, not on a simulated workload.
